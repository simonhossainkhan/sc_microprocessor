==> /design/flow/design.v <==
`timescale 1ns / 1ps
module instruction_memory(
    input [5:0] read_address,
    output [15:0] instruction
    );
	reg [15:0] instructions[15:0];
	initial
	begin
		instructions[0] = 16'b0010_0001_0000_1000;      
		instructions[1] = 16'b1110_0010_0000_0010;      
		instructions[2] = 16'b0010_0000_0000_0100;      
		instructions[3] = 16'b1110_0000_0001_0100;      
		instructions[4] = 16'b0011_0000_0000_0000;      
		instructions[5] = 16'b0010_0100_0011_0100;      
		instructions[6] = 16'b1110_0010_0111_1101;      
		instructions[7] = 16'b0010_0111_0001_0111;      
		instructions[8] = 16'b0011_0000_0000_0000;      
		instructions[9] = 16'b0011_0000_0000_0000;
		instructions[10] = 16'b0011_0000_0000_0000;
		instructions[11] = 16'b0011_0000_0000_0000;
		instructions[12] = 16'b0011_0000_0000_0000;
		instructions[13] = 16'b0011_0000_0000_0000;
		instructions[14] = 16'b0011_0000_0000_0000;
		instructions[15] = 16'b0011_0000_0000_0000;
	end
	assign instruction = instructions[read_address[3:0]];
endmodule
==> /design/flow/run.sh <==
#!/bin/bash
# OpenROAD 26Q1-2900-gdf79404cd8, Yosys 0.63+post, stock flow scripts
make -C /OpenROAD-flow-scripts/flow DESIGN_CONFIG=/design/flow/config.mk WORK_HOME=/design/flow/orfs finish
==> /design/flow/config.mk <==
export PLATFORM = sky130hd
export DESIGN_NAME = instruction_memory
export DESIGN_NICKNAME = instruction_memory
export VERILOG_FILES = /design/flow/design.v
export SDC_FILE = /design/flow/constraint.sdc
export NUM_CORES = 4
export LEC_CHECK = 1
export CORE_AREA = 10 10 70 70
export DIE_AREA = 0 0 80 80
==> /design/flow/constraint.sdc <==
current_design instruction_memory

set clk_period 1.2
set clk_io_pct 0.2

create_clock -name clk0 -period $clk_period

set non_clock_inputs [all_inputs -no_clocks]
set_input_delay [expr $clk_period * $clk_io_pct] -clock clk0 $non_clock_inputs
set_output_delay [expr $clk_period * $clk_io_pct] -clock clk0 [all_outputs]
==> job_summary.md <==
## Implementation flow summary

| Metric | Value |
|---|---|
| Mapped cell area | `about 280 sq um` |
| Arrival @ worst endpoint | `roughly 1.1 ns` |
| Switching part of the total | `39.29%` |
| Initial antenna violation count | `0` |
| Critical path class | `primary input to output port` |
| # rows | `21` |
| Top cell area share | `22.03%` |
| Port Buf Inserts | `17` |
| Dominant cell type by area after synthesis | `ha_1` |
| Leakage power | `0.3239 nW` |
| Min Tclk post-route | `about 1.3 ns` |
| Area Overhead vs Synth | `142.7%` |
| Slowest-stage cell, CP | `or2b_1` |
| Total number of vias | `roughly 310` |
| DRC errors left | `0` |
| Yosys stat area | `284.0 sq um` |
| Wire length per cell | `about 10 microns` |
| Detailed Routing Iterations Pass 1 | `2` |
| Placement Cell Area | `around 520 sq um` |
| Global Route Usage Sum | `3.140%` |
| Count of tool warnings | `around 40` |
| Worst setup SP type | `primary input` |
| # IOs | `22` |
| Synth unique cells | `14` |
| Core ar. | `3416 sq um` |
| Period Utilization, post-route | `107.4%` |
| Vias in the first global route | `334` |
| Die y size | `roughly 80 microns` |
| Clock network power share | `0%` |
| Vias per inst | `around 2.8` |
| Yosys cell count | `37` |
| Dpl hpwl | `~840 microns` |
| YS warnings | `1` |
| Top cells by area | `ha_1, buf_4, nand2b_4` |
| Core Util at FP | `around 8.3%` |
| RSZ-0062 raised after global routing | `yes` |
| Final Max Tran Viols | `0` |
| Final worst slack | `-0.08898 ns` |
| Clock buf count | `0` |
| WHS | `between 0.8 and 0.9 ns` |
| Global-route wire length before repair | `1.669 mm` |
| Total grt overflow | `0` |
| Post-CTS Hold Fix Bufs | `0` |
| Number of diodes | `0` |
| Maximum vdd drop | `0.04450 mV` |
| Die width | `around 80 microns` |
| Most frequent logic cell in the layout | `buf_2` |
| CP endpoint kind | `output port` |
| Part of the power in registers | `0%` |
| Combinational Power Share | `100.0%` |
| Worst path max stage delay | `about 0.24 ns` |
| Sequential cell count | `0` |
| Design area | `about 690 sq um` |
| Final hold vios | `0` |
| Power per Cell Area | `roughly 280 nW/um^2` |
| Largest net degree at the start of global routing | `7` |
| Critical Path RT | `roughly 0.96 ns` |
| FILL cells | `379` |
| Fraction of layout cells with a size suffix above 1 | `84.13%` |
| Post-Synthesis Cells | `37` |
| Final Wtd Congestion | `between 0.7 and 0.8` |
| Pre-CTS setup slack | `-0.8861 ns` |
| Most frequent cells in the layout | `buf_2, buf_6, a21oi_2, ha_4, buf_4` |
| Post-synthesis area per instance | `7.676 sq um` |
| F_max | `a little under 0.8 GHz` |
| Max-Cap Viols | `0` |
| Internal Pwr Total | `0.0001179 W` |
| Area of the die | `approximately 6400 sq um` |
| Setup-failing EPs final | `2` |
| Psw | `approximately 0.000076 W` |
| Min-delay worst type | `primary input to output port` |
| CP Cell Sequence | `buf_8, inv_4, buf_6, ha_4, or2b_1, a21oi_2, buf_2` |
| Detailed Route Iter0 Violations | `9` |
| Seq share, synth | `0%` |
| CP max FO | `2` |
| Antenna Violating Nets Remaining | `0` |
| Violated checks | `negative setup slack` |
| Routed Wire Length | `1.086 mm` |
| Outcome | `finished, violations left` |
| Register area | `0 sq um` |
power groups by stage:
| stage | combinational, W | clock (W) | sequential, W |
|---|---|---|---|
| final | 0.000194 | 0 | 0 |
| after global routing | 0.000211 | 0 | 0 |
| after CTS | 0.000198 | 0 | 0 |
through the flow:
stage	total power, W	std cells	utilization [%]	TNS, ns
floorplan	0.00006124	38	-	0
global placement	0.0001343	102	15.09	-10.14
detailed placement	0.0001351	102	15.09	-10.34
CTS	0.0001979	110	20.33	-0.2057
global route	0.0002111	109	20.18	-0.2876
finish	0.0001942	109	20.18	-0.1716
area by class of cell:
type | instances | area (sq um) | area share [%]
multi-input cells | 30 | 342.8 | 49.73
repair buffers | 31 | 274.0 | 39.75
inverters | 2 | 15.01 | 2.178
well taps | 46 | 57.56 | 8.348
final timing paths:
check                  startpoint        endpoint  slack, ns  depth (start not counted)
hold / removal    read_address[3]  instruction[3]       0.86                          4
setup / recovery  read_address[0]  instruction[4]      -0.09                          7
critical path: cells and delay by family:
kind	cells	cell delay (ns)
AOI/OAI and AO/OA	1	0.13
adders and majority gates	1	0.13
buffers and inverters	4	0.30
and+or+nand+nor	1	0.24
kinds of logic (layout without fill, tap and decap cells):
| group | Yosys count | in the layout | synth area share, % |
|---|---|---|---|
| AOI/OAI and AO/OA | 8 | 8 | 17.62 |
| other | 2 | 3 | 2.644 |
| and+or+nand+nor | 14 | 14 | 36.56 |
| buffers and inverters | 8 | 33 | 21.15 |
| adders and majority gates | 5 | 5 | 22.03 |
layer usage:
metal	vias to the layer above	GRT usage (%)	part of all wire (%)
li1	161	-	-
met1	141	3.362	37
met2	6	6.421	59
met3	0	0.5682	3.8
met4	0	0	0
met5	-	0	0
what timing repair did:
action                                  in CTS  in global routing
pin swaps                                   13                  8
endpoints found under the setup margin      13                 11
cloned                                       0                  0
buffers inserted                             8                  1
resized                                     98                  3
synth_stat cells:
master and number:
a21o_1 1, a21oi_1 5, a21oi_2 2, and2_1 4
buf_4 4, buf_6 2, conb_1 2, ha_1 5
inv_1 2, nand2_1 3, nand2b_1 3, nand2b_4 2
nor2b_4 1, or2b_1 1
Power figures rest on the tool's default switching activity, not on a simulated workload.
