<file path="flow/design.v">
`timescale 1ns / 1ps
module data_memory(
    input clock,
    input mem_write,
    input [15:0] address,
    input [15:0] write_data,
    output reg [15:0] read_data
    );
	reg [15:0] data[15:0];
	always @ (posedge clock)
		if (mem_write)
			data[address] <= write_data;
		else
			read_data <= data[address];
endmodule
</file>
<file path="flow/run.sh">
#!/bin/bash
# OpenROAD 26Q1-2900-gdf79404cd8, Yosys 0.63+post, stock flow scripts
make -C /OpenROAD-flow-scripts/flow DESIGN_CONFIG=/design/flow/config.mk WORK_HOME=/design/flow/orfs finish
</file>
<file path="flow/config.mk">
export PLATFORM = sky130hd
export DESIGN_NAME = data_memory
export DESIGN_NICKNAME = data_memory
export VERILOG_FILES = /design/flow/design.v
export SDC_FILE = /design/flow/constraint.sdc
export NUM_CORES = 4
export LEC_CHECK = 1
export CORE_UTILIZATION = 30
</file>
<file path="flow/constraint.sdc">
current_design data_memory

set clk_period 5.0
set clk_io_pct 0.2

create_clock -name clk0 -period $clk_period [get_ports {clock}]

set non_clock_inputs [all_inputs -no_clocks]
set_input_delay [expr $clk_period * $clk_io_pct] -clock clk0 $non_clock_inputs
set_output_delay [expr $clk_period * $clk_io_pct] -clock clk0 [all_outputs]
</file>
==> deck_impl_summary.md <==
Physical Implementation Snapshot

Clocking
  • TritonCTS Buffers: 27
  • Post-CTS sizing: 0
  • Hold buffer count at CTS: 0
  • Worst-path clk slew: approximately 60 ps
  • Clk latency late pin: between 500 and 600 ps
  • Deepest clock path buffer count: 3
  • H-tree levels: 1
  • Clk sink count: roughly 270
  • Post-CTS Setup Inserts: 0
  • Root buf cell: clkbuf_16
  • CTS tree: done

Timing
  • Worst slew margin: 36.9%
  • Peak Freq: around 0.33 GHz
  • Worst-Margin Slew: 945 ps
  • Final hold vios: 0
  • Clock Skew: around 12 ps
  • Final TNS setup: 0 ps
  • Final WS setup: 1950 ps
  • Final setup violation count: 0
  • Period utilization: roughly three fifths
  • Max-slew violation count: 0
  • Minimum clock period: between 3000 and 4000 ps
  • RSZ-0062 raised after global routing: false

Placed design
  • HPWL after DPL: 12.3 mm
  • PortBufs: 37
  • Final RePlAce weighted congestion: 0.781
  • Placed cell count: 922
  • Place WS: about 1500 ps

Worst setup path
  • Startpoint Class: input port
  • Worst-path fanout max: 17
  • Buf/Inv on CP: 4
  • Critical path class: input port to flip-flop
  • Largest delay share family, worst path: buffers and inverters
  • CP dominant cell by count: buf_4
  • CP Cell Sequence: clkdlybuf4s50_1, inv_1, buf_4, or3_1, nor3_2, buf_4
  • CP Capture Type: flip-flop
  • CP arrival: between 3000 and 4000 ps
  • CP max-delay cell: nor3_2
  • Crit path required time: 5210 ps
  • Largest stage delay on the critical path: ~650 ps

Worst hold path
  • Worst hold path class: flip-flop to flip-flop

Global routing
  • GRT Total Usage: between 10% and 20%
  • Pin count of the biggest net entering global routing: between 40 and 50
  • First-pass GRT wire length: approximately 31 mm
  • Initial antenna violation count: 1
  • Total gr overflow: 0
  • Vias in the first global route: ~5.3k

Synthesis
  • Yosys warns: 1
  • Cells after Synth: approximately 440
  • Cell count listed in synth_stat.txt: 435
  • Synth Register Bits: 272
  • Mapped Area: a little over 10,000 um2
  • Syn avg cell area: approximately 24 um2
  • Cell Type Count: 19
  • Synthesis area per yosys: around 10,000 um2
  • Synth Seq Share: approximately four fifths

Layout
  • Final core occ: 35.9%
  • Layout Cells excl Fill: 965
  • Share of cells above drive strength 1: 25.0%
  • Area added between synthesis and finish: 17.8%
  • Commonest Layout Cell: edfxtp_1
  • Most instantiated logic cells after routing: edfxtp_1 (272), mux4_2 (51), clkdlybuf4s50_1 (35)

Drt
  • Via count: 4,613
  • Average wire per standard cell: about 21 um
  • Vias per cell: 4.78
  • Total Wirelength: just over 20 mm
  • Initial DRC count: between 300 and 400
  • # DRC: 0
  • Met2 wire len: around 9.9 mm
  • Met1 WL: between 6 and 7 mm
  • Routed wl met3: about 3.4 mm
  • Number of routed nets with antenna violations: 0
  • Top Layer Used: met5
  • DRT Pass-1 Iters: 4
  • Ant. Diodes: 0

Floorplan
  • Die Wd: between 150 and 200 um
  • Total core area: around 34,000 um2
  • Die height: between 150 and 200 um
  • Die area: 34,900 um2
  • I/O pin count: 50
  • Cell row count: between 60 and 70
  • Fp_density: 30.5%

Run
  • Tool warnings: 37
  • Max Cap Violations: 0

Run status
  • Outcome: finished clean

Power
  • Pleak: 3.79 nW
  • Worst vdd ir: 0.196 mV
  • Cell Pwr Density: 390 nW/um2
registers in the layout, summed over array words and instances (netlist names):
| name | count |
|---|---|
| read_data | 16 |
| data | 256 |
power breakdown:
group | switching, mW | internal (mW) | leakage, nW
clock network | 0.759 | 1.13 | 0.402
logic | 0.127 | 0.107 | 0.914
registers | 0.0131 | 2.57 | 2.47
final cells by class:
class | instances | area [um2]
Tap cell | 448 | 561
Clock inverter | 11 | 129
Timing Repair Buffer | 62 | 551
Sequential cell | 272 | 8170
Clock buffer | 32 | 694
Fill cell | 2976 | 21500
Inverter | 1 | 3.75
Multi-Input combinational cell | 139 | 1970
per-layer routing:
| metal | vias up | GRT usage [%] |
|---|---|---|
| met2 | 296 | 19.8 |
| met5 | - | 0 |
| met1 | 2283 | 14.7 |
| li1 | 1999 | - |
| met3 | 33 | 10.1 |
| met4 | 2 | 2.18 |
kinds of logic (layout without fill, tap and decap cells):
group	count (synthesis)	in the layout	synth area share (%)
AND-OR/OR-AND	32	32	2.34
buffers and inverters	24	106	1.60
flip-flops	272	272	79.7
multiplexers	64	64	14.5
AND/OR/NAND/NOR	43	43	1.85
worst min-delay path: stages (launching register included):
cell and delay (ps):
edfxtp_1 310, mux4_2 220, a22oi_1 60, nand2_1 50
synth_stat cells (all sizes together):
| cell type | instances | area [um2] |
|---|---|---|
| a22oi | 32 | 240 |
| and2 | 1 | 6.26 |
| buf | 9 | 108 |
| clkbuf | 14 | 52.6 |
| edfxtp | 272 | 8170 |
| inv | 1 | 3.75 |
| mux4 | 64 | 1490 |
| nand2 | 17 | 63.8 |
| nand2b | 2 | 12.5 |
| nand3 | 1 | 5.00 |
| nand3b | 2 | 15.0 |
| nor2 | 13 | 48.8 |
| nor2b | 2 | 12.5 |
| nor3 | 4 | 20.0 |
| or3 | 1 | 6.26 |
stage by stage:
step                      hold slack (ps)  total power, mW  cell area [um2]
after floorplan                       710             2.75            10300
after global placement                735             2.86            11300
final                                 748             4.71            12100
after detailed placement              738             2.87            11300
after global routing                  777             4.87            12100
after CTS                             752             4.76            12100
final timing paths:
check | from | end | slack (ps) | depth (start not counted)
worst max register to register | data[2][0] | read_data[0] | 3450 | 3
worst min-delay path | data[13][1] | read_data[1] | 750 | 3
worst max-delay path | mem_write | data[0][5] | 1950 | 6
worst min register to register | data[13][1] | read_data[1] | 750 | 3
Power and IR drop assume default switching activity.
