==> flow/run.sh <==
#!/bin/bash
# OpenROAD 26Q1-2900-gdf79404cd8, Yosys 0.63+post, stock flow scripts
make -C /OpenROAD-flow-scripts/flow DESIGN_CONFIG=/design/flow/config.mk WORK_HOME=/design/flow/orfs finish
==> flow/config.mk <==
export PLATFORM = sky130hd
export DESIGN_NAME = alu
export DESIGN_NICKNAME = alu
export VERILOG_FILES = /design/flow/design.v
export SDC_FILE = /design/flow/constraint.sdc
export NUM_CORES = 4
export LEC_CHECK = 1
export CORE_UTILIZATION = 30
==> flow/constraint.sdc <==
current_design alu

set clk_period 19.8
set clk_io_pct 0.2

create_clock -name clk0 -period $clk_period

set non_clock_inputs [all_inputs -no_clocks]
set_input_delay [expr $clk_period * $clk_io_pct] -clock clk0 $non_clock_inputs
set_output_delay [expr $clk_period * $clk_io_pct] -clock clk0 [all_outputs]
==> flow/design.v <==
`timescale 1ns / 1ps
module adder(
    input x,
    input y,
    input carry_in,
    output out,
    output carry_out
    );
assign {carry_out, out} = x + y + carry_in;
endmodule
`timescale 1ns / 1ps
module alu(
	input [2:0] alu_op,
    input [15:0] x,
    input [15:0] y,
    output [15:0] out,
    output lt,
    output eq,
    output gt,
	output carry_out,
    output overflow
    );
	wire [15:0] result_and, result_or, result_full_adder;
	full_adder_16 full_adder_16(x, y, alu_op[2], result_full_adder, carry_out, overflow);
	assign result_and = x & y;
	assign result_or = x | y;
	assign lt = (x < y);   
	assign eq = (x == y);  
	assign gt = (x > y);
	mux_4_to_1 mux_alu_result(result_and, result_or, result_full_adder, lt, alu_op[1:0], out);
endmodule
`timescale 1ns / 1ps
module full_adder_16(
    input [15:0] x,
    input [15:0] y,
    input carry_in,
    output [15:0] out,
	output carry_out,
	output overflow
    );
	wire [15:0] twos_comp_y, temp_carry_out;
	assign twos_comp_y = y ^ {16{carry_in}};
	adder adder0 (x[0],  twos_comp_y[0],  carry_in,           out[0],  temp_carry_out[0]);
	adder adder1 (x[1],  twos_comp_y[1],  temp_carry_out[0],  out[1],  temp_carry_out[1]);
	adder adder2 (x[2],  twos_comp_y[2],  temp_carry_out[1],  out[2],  temp_carry_out[2]);
	adder adder3 (x[3],  twos_comp_y[3],  temp_carry_out[2],  out[3],  temp_carry_out[3]);
	adder adder4 (x[4],  twos_comp_y[4],  temp_carry_out[3],  out[4],  temp_carry_out[4]);
	adder adder5 (x[5],  twos_comp_y[5],  temp_carry_out[4],  out[5],  temp_carry_out[5]);
	adder adder6 (x[6],  twos_comp_y[6],  temp_carry_out[5],  out[6],  temp_carry_out[6]);
	adder adder7 (x[7],  twos_comp_y[7],  temp_carry_out[6],  out[7],  temp_carry_out[7]);
	adder adder8 (x[8],  twos_comp_y[8],  temp_carry_out[7],  out[8],  temp_carry_out[8]);
	adder adder9 (x[9],  twos_comp_y[9],  temp_carry_out[8],  out[9],  temp_carry_out[9]);
	adder adder10(x[10], twos_comp_y[10], temp_carry_out[9],  out[10], temp_carry_out[10]);
	adder adder11(x[11], twos_comp_y[11], temp_carry_out[10], out[11], temp_carry_out[11]);
	adder adder12(x[12], twos_comp_y[12], temp_carry_out[11], out[12], temp_carry_out[12]);
	adder adder13(x[13], twos_comp_y[13], temp_carry_out[12], out[13], temp_carry_out[13]);
	adder adder14(x[14], twos_comp_y[14], temp_carry_out[13], out[14], temp_carry_out[14]);
	adder adder15(x[15], twos_comp_y[15], temp_carry_out[14], out[15], carry_out);
	assign overflow = temp_carry_out[14] ^ carry_out;
endmodule
`timescale 1ns / 1ps
module mux_4_to_1(
    input [15:0] in1,
    input [15:0] in2,
    input [15:0] in3,
    input [15:0] in4,
    input [1:0] select,
    output reg [15:0] out
    );
	always @ (in1, in2, in3, in4, select)
	begin
		case (select)
			2'b00: out = in1;
			2'b01: out = in2;
			2'b10: out = in3;
			2'b11: out = in4;
		endcase
	end
endmodule
==> flow.log <==
[flow] collecting metrics
INFO  metric path_buffers = 6
INFO  metric share_comb_of_total_power = 1.000
INFO  metric timing.hold.worst.class = in -> out
INFO  metric floorplan.initialDensity = 0.312
INFO  metric critical_path.slowest_cell = sky130_fd_sc_hd__clkdlybuf4s50_1
INFO  metric core_region = around 5500 um^2
INFO  metric inst_count_dp = between 300 and 400
INFO  metric worstPathArrival = 11.96 ns
INFO  metric num_vias = 1341
INFO  metric hold_path.startpoint = y[13]
INFO  metric grt_start_max_net_pins = 19
INFO  metric drt_drc_violations_left = 0
INFO  metric seq_pwr_share = 0
INFO  metric nFlopsAndLatches = 0
INFO  metric share_of_final_layout_standard_cells_stronger_than_drive_strength_1 = 0.0418
INFO  metric grt_usage = 0.133
INFO  metric die_y = a little under 80 um
INFO  metric wirelength = ~3700 um
INFO  metric switching_power = around 0.025 mW
INFO  metric antenna_cells = 0
INFO  metric fill_cells = 555
INFO  metric worstSetupStartpoint = alu_op[2]
INFO  metric internal_power = around 0.033 mW
INFO  metric post-route-util = 0.426
INFO  metric synth_seq_share = 0
INFO  metric fin_setup_tns = 0 ns
INFO  metric power_density_over_the_cells = around 25 nW/um^2
INFO  metric design.die.area = slightly above 6000 um^2
INFO  metric gp_congestion = roughly 0.8
INFO  metric hold_path_depth = 5
INFO  metric cellLeakagePower = roughly 1.2 nW
INFO  metric avgViaCountPerCell = about 4.3
INFO  metric power.share.switching = 0.432
INFO  metric dieWidth = between 70 and 80 um
INFO  metric worst_path_most_repeated_cell = sky130_fd_sc_hd__fa_1
INFO  metric worst_ir_drop_vdd = around 0.012 mV
INFO  metric lay_top_count = sky130_fd_sc_hd__clkdlybuf4s50_1
INFO  metric hold_violations = 0
INFO  metric portBuffers = about 56
INFO  metric critical_path.startpoint_type = input pin
INFO  metric worstSetupEndpointType = output port
INFO  metric timing.final.crit_share = 0.804
INFO  metric seqCellArea = 0 um^2
INFO  metric num_io_pins = around 56
INFO  metric post_cts_hold_buffer_count = 0
INFO  metric timing.critical_path.max_delay_family = adder cells
INFO  metric rows = 27
INFO  metric remaining_max_slew_budget_at_the_tightest_pin = 0.470
INFO  metric clock_power_share = 0
INFO  metric number_of_pins_exceeding_their_max_slew_limit_in_the_final_report = 0
INFO  metric yosysChipArea = between 1500 and 2000 um^2
INFO  metric synth_area = roughly 1700 um^2
INFO  metric total_power = between 0.05 and 0.06 mW
INFO  metric globalRouteMet1Util = 0.192
INFO  metric post_synth_inst_count = about 190
INFO  metric place.detailed.hpwl = 2990 um
INFO  metric fmax = approximately 0.063 GHz
INFO  metric met3_usage = 0.00478
INFO  metric yosysUniqueCellTypes = 26
INFO  metric cpPeakStageDelay = approximately 0.5 ns
INFO  metric via_count_of_the_first_global_routing_pass = around 1400
INFO  metric tool_warnings = about 64
INFO  metric cts_repair_resize_count = 0
INFO  metric run_status = finished clean
INFO  metric final.min_clock_period = about 16 ns
INFO  metric drtPass1Iterations = 4
INFO  metric maxCapViolCount = 0
INFO  metric wl_per_cell = around 12 um
INFO  metric setup-violations-final = 0
INFO  metric cp.required = around 16 ns
INFO  metric tally_of_non_filler_cells_in_the_final_layout = between 300 and 400
INFO  metric ant_nets = 0
INFO  metric crit_type = in -> out
INFO  metric cts_setup_buffers = 0
INFO  metric grt_remaining_overflow = 0
INFO  metric grt_setup_unrepaired = no
INFO  metric warnings_synthesis = 2
INFO  metric worstPathCellList = clkdlybuf4s50_1 -> buf_4 -> xnor2_1 -> fa_1 -> inv_1 -> fa_1 -> fa_1 -> fa_1 -> fa_1 -> fa_1 -> fa_1 -> fa_1 -> fa_1 -> fa_1 -> fa_1 -> fa_1 -> fa_1 -> fa_1 -> inv_1 -> fa_1 -> inv_1 -> mux2i_1 -> o22ai_1 -> clkdlybuf4s50_1
INFO  metric global_route.peak_usage_layer = met2
INFO  metric tightest_slew = 0.796 ns
INFO  metric drt_iter0_drc = about 42
INFO  metric worstPathMaxFanout = 16
INFO  metric antenna_violations_before_repair = 0
INFO  metric whs_endpoint = out[13]
INFO  metric area_delta_synth_final = 36.5%
INFO  metric synth.yosys.num_cells = between 150 and 200
INFO  metric synth_area_per_cell = about 9.1 um^2
INFO  metric layout_top_cells_excl_fill_tap = sky130_fd_sc_hd__clkdlybuf4s50_1, sky130_fd_sc_hd__ha_1, sky130_fd_sc_hd__inv_1, sky130_fd_sc_hd__mux2i_1, sky130_fd_sc_hd__o22ai_1
INFO  metric grt_pass1_wl = 6390 um
INFO  metric clockBufferCount = 0
INFO  metric worstSetupPathDepth = 24
INFO  metric globalRouteMet2Util = 0.236
[synthesized netlist by cell type (2+ instances only)]
| cell | number | area share |
|---|---|---|
| sky130_fd_sc_hd__buf_2 | 6 | 0.017 |
| sky130_fd_sc_hd__o21ai_1 | 3 | 0.0087 |
| sky130_fd_sc_hd__nor2b_1 | 3 | 0.011 |
| sky130_fd_sc_hd__nor4_4 | 2 | 0.025 |
| sky130_fd_sc_hd__a21oi_2 | 2 | 0.010 |
| sky130_fd_sc_hd__o22ai_1 | 16 | 0.058 |
| sky130_fd_sc_hd__mux2i_1 | 17 | 0.099 |
| sky130_fd_sc_hd__xor2_1 | 13 | 0.066 |
| sky130_fd_sc_hd__ha_1 | 48 | 0.35 |
| sky130_fd_sc_hd__a21oi_1 | 3 | 0.0087 |
| sky130_fd_sc_hd__nor2_1 | 6 | 0.013 |
| sky130_fd_sc_hd__fa_1 | 15 | 0.17 |
| sky130_fd_sc_hd__inv_1 | 40 | 0.087 |
| sky130_fd_sc_hd__xnor2_1 | 3 | 0.015 |
[layout make-up]
type / instances / area, um^2 / area share
multi-input combinational: 141 / 1530 / 0.653
inverter: 40 / 150 / 0.0639
tap: 72 / 90.1 / 0.0384
timing repair buffer: 58 / 576 / 0.245
[worst max path at each step]
| stage | slack, ns | to |
|---|---|---|
| CTS | 3.81 | out[15] |
| global route | 3.48 | out[15] |
| finish | 3.88 | out[15] |
[through the flow]
stage | hold slack, ns | cell area (um^2) | worst slack (ns)
2_1_floorplan | 8.11 | 1720 | 4.94
3_5_place_dp | 9.11 | 2350 | 3.83
4_1_cts | 9.11 | 2350 | 3.81
5_1_grt | 9.16 | 2350 | 3.48
3_3_place_gp | 9.10 | 2350 | 3.89
6_report | 9.10 | 2350 | 3.88
[per-layer routing]
| layer | share of wire | wire (um) | vias to the layer above |
|---|---|---|---|
| met1 | 0.50 | 1820 | 602 |
| met4 | 0 | 0 | 0 |
| met5 | 0 | 0 | - |
| met3 | 0.038 | 138 | 0 |
| li1 | - | - | 710 |
| met2 | 0.47 | 1710 | 29 |
[power by group through the flow]
| stage | Clock (mW) | Sequential, mW | Combinational, mW |
|---|---|---|---|
| after CTS | 0 | 0 | 0.0603 |
| after global routing | 0 | 0 | 0.0672 |
| final | 0 | 0 | 0.0590 |
[cells by family after synthesis]
group	Yosys count	synth area share
XOR/XNOR	16	0.0815
buffers and inverters	48	0.109
multiplexers	17	0.0989
adder cells (fa/ha/maj)	63	0.524
AND/OR/NAND/NOR	18	0.0851
AND-OR/OR-AND	27	0.102
